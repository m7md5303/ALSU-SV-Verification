[design/flow/design.v]
module ALSUg (clk,rst,A,B,cin,serial_in,red_op_A,red_op_B,opcode,bypass_A,bypass_B,direction,leds,out);
parameter INPUT_PRIORITY="A";
parameter FULL_ADDER="ON";
input clk,rst,cin,serial_in,red_op_A,red_op_B,bypass_A,bypass_B,direction;
input [2:0] A,B,opcode;
output [15:0] leds;
output [5:0] out;
reg cin_ff,serial_in_ff,red_op_A_ff,red_op_B_ff,bypass_A_ff,bypass_B_ff,direction_ff;
reg [2:0] A_ff,B_ff,opcode_ff;
reg [15:0] leds_tmp;
reg [5:0] out_tmp;
always @(posedge clk or posedge rst) begin
    if(rst) begin
    A_ff<=0;
    end 
    else begin
    A_ff<=A;
    end
end  
always @(posedge clk or posedge rst) begin
     if(rst) begin
    B_ff<=0;
    end 
    else begin
    B_ff<=B;
    end
end 
always @(posedge clk or posedge rst ) begin
     if(rst) begin
    opcode_ff<=0;
    end 
    else begin
    opcode_ff<=opcode;
    end
end 
always @(posedge clk or posedge rst) begin
    if(rst) begin
    cin_ff<=0;
    end 
    else begin
    cin_ff<=cin;
    end
end 
always @(posedge clk or posedge rst) begin
     if(rst) begin
    serial_in_ff<=0;
    end 
    else begin
    serial_in_ff<=serial_in;
    end
end 
always @(posedge clk or posedge rst) begin
     if(rst) begin
    red_op_A_ff<=0;
    end 
    else begin
    red_op_A_ff<=red_op_A;
    end
end 
always @(posedge clk or posedge rst) begin
     if(rst) begin
    red_op_B_ff<=0;
    end 
    else begin
    red_op_B_ff<=red_op_B;
    end
end 
always @(posedge clk or posedge rst) begin
     if(rst) begin
   bypass_A_ff<=0;
    end 
    else begin
    bypass_A_ff<=bypass_A;
    end
end 
always @(posedge clk or posedge rst) begin
     if(rst) begin
    bypass_B_ff<=0;
    end 
    else begin
    bypass_B_ff<=bypass_B;
    end
end 
always @(posedge clk or posedge rst) begin
    if(rst) begin
    direction_ff<=0;
    end 
    else begin
    direction_ff<=direction;
    end
end 
always @(posedge clk or posedge rst) begin
    if(rst)begin
        out_tmp<=0;
        leds_tmp<=0;
    end
    else if((bypass_A_ff&&!bypass_B_ff)||(bypass_A_ff&&(INPUT_PRIORITY=="A")))begin
        out_tmp<=A_ff;
        leds_tmp<=0;
    end 
    else if((bypass_B_ff&&!bypass_A_ff)||(bypass_B_ff&&(INPUT_PRIORITY=="B")))begin
        out_tmp<=B_ff;
        leds_tmp<=0;
    end
    else if(((red_op_A_ff | red_op_B_ff) & ((opcode_ff[1] | opcode_ff[2])))||(opcode_ff==3'b110)||(opcode_ff==3'b111)) begin
        out_tmp<=0;
        leds_tmp<=(~(leds_tmp));
    end
    else begin
        casex ({opcode_ff,red_op_A_ff,red_op_B_ff})
        5'b00000:begin
            out_tmp<=A_ff|B_ff;
            leds_tmp<=0;
        end
        5'b00010:begin
            out_tmp<=|A_ff;
            leds_tmp<=0;
        end
        5'b00001:begin
            out_tmp<=|B_ff;
            leds_tmp<=0;
        end
        5'b00011:begin
            if(INPUT_PRIORITY=="A")begin
                out_tmp<=|A_ff;
                leds_tmp<=0;
            end
            else if(INPUT_PRIORITY=="B") begin
                out_tmp<=|B_ff;
                leds_tmp<=0; 
            end
        end
        5'b00100:begin
            out_tmp<=A_ff^B_ff;
            leds_tmp<=0;
        end
        5'b00110:begin
            out_tmp<=^A_ff;
            leds_tmp<=0;
        end
        5'b00101:begin
            out_tmp<=^B_ff;
            leds_tmp<=0;
        end
        5'b00111:begin
             if(INPUT_PRIORITY=="A")begin
                out_tmp<=^A_ff;
                leds_tmp<=0;
            end
            else if(INPUT_PRIORITY=="B") begin
                out_tmp<=^B_ff;
                leds_tmp<=0; 
            end
        end
        5'b010xx:begin
            if(FULL_ADDER=="ON") begin
                out_tmp<=A_ff+B_ff+cin_ff;
            end
            else if (FULL_ADDER=="OFF") begin
                out_tmp<=A_ff+B_ff;
            end
            leds_tmp<=0;
        end
        5'b011xx:begin
            out_tmp<=A_ff*B_ff;
            leds_tmp<=0;
        end
        5'b100xx:begin
            if(direction_ff)begin
                out_tmp<={out_tmp[4:0],serial_in_ff};
            end
            else begin
                out_tmp<={serial_in_ff,out_tmp[5:1]};
            end
            leds_tmp<=0;
        end
        5'b101xx:begin
            if(direction_ff)begin
                out_tmp<={out_tmp[4:0],out_tmp[5]};
            end
            else begin
                out_tmp<={out_tmp[0],out_tmp[5:1]};
            end
            leds_tmp<=0;
        end
        endcase
    end
end
assign out=out_tmp;
assign leds=leds_tmp;
endmodule 
[design/flow/run.sh]
#!/bin/bash
# OpenROAD 26Q1-2900-gdf79404cd8, Yosys 0.63+post, stock flow scripts
make -C /OpenROAD-flow-scripts/flow DESIGN_CONFIG=/design/flow/config.mk WORK_HOME=/design/flow/orfs finish
[design/flow/config.mk]
export PLATFORM = sky130hd
export DESIGN_NAME = ALSUg
export DESIGN_NICKNAME = ALSUg
export VERILOG_FILES = /design/flow/design.v
export SDC_FILE = /design/flow/constraint.sdc
export NUM_CORES = 4
export LEC_CHECK = 1
export CORE_UTILIZATION = 50
[design/flow/constraint.sdc]
current_design ALSUg

set clk_period 2.8
set clk_io_pct 0.2

create_clock -name clk0 -period $clk_period [get_ports {clk}]

set non_clock_inputs [all_inputs -no_clocks]
set_input_delay [expr $clk_period * $clk_io_pct] -clock clk0 $non_clock_inputs
set_output_delay [expr $clk_period * $clk_io_pct] -clock clk0 [all_outputs]
==> notes.md <==
Results of the full flow below.

Final layout:
- The run gives the number of standard cells in the layout, taps in and fillers out as 252.
- The run puts the final cell area excluding filler cells at 2370 µm².
- The run puts the utilization after layout at 68.9%.
- The run puts the number of filler cells placed in the layout at 241.
- The run puts the fraction of final layout cells sized beyond drive strength 1 at 6.80%.
- The run gives the area overhead of the layout relative to synthesis as 27.3%.

Global routing:
- For met3 alone, demand over resource in global routing was 3.33%.
- After global routing, the most crowded layer is met2.
- The run puts the via count of the first global-routing pass at 1372.
- The run puts the met2 track utilization from global routing at 32.9%.
- Global routing consumed, over all layers together, 20.7% of the routing resources.
- The run puts the overflow left after global routing at 0.
- The run gives the wire length of the first global-routing pass as 6260 µm.
- The run gives the met1 demand-to-capacity share in global routing as 32.5%.
- The run puts the initial antenna violation count at 0.
- The run gives the largest net degree at the start of global routing as 39.

Power:
- The run gives the combinational share of power as 16.0%.
- The run puts the power per cell area at 483 nW/µm².
- Summing internal, switching and leakage power gives 1.14 mW.
- The run gives the leakage component of the power as 1.11 nW.
- The power report attributes to the clock group a share of 30.3%.
- The run puts the cell-internal power at 0.854 mW.
- The power report shows net switching accounting for 25.4% of the total.
- The run puts the reported net switching power at 0.290 mW.
- The run gives the proportion of power drawn by flip-flops and latches as 53.6%.
- The run gives the largest vdd supply drop as 0.353 mV.

Floorplanning:
- In the floorplan report the effective utilization is 54.1%.
- The run puts the overall chip area at 3970 µm².
- The run puts the standard cell core area at 3440 µm².
- The run puts the die span in y at 63.0 µm.
- The run puts the standard-cell row count at 21.
- The run gives the horizontal die dimension as 63.0 µm.
- The run gives the top-level I/O count as 40.

Placed design:
- Once placement completed, the tool counted placed cells totaling 245.
- The run puts the global placer's final weighted congestion at 0.839.
- The wire-length estimate of the detail-placed layout is 2660 µm.
- Setup slack on the worst path after placement came out at 0.473 ns.
- The run puts the quantity of I/O buffers inserted on ports at 39.
- Once placement finished, the instance area stood at 2290 µm².

Timing:
- In the final report, the number of hold violations comes to 0.
- Setup repair after global routing left no endpoint under its margin.
- The run gives the aggregate negative setup slack as 0 ns.
- The slew check shows that the tightest pin keeps a relative margin of 60.8%.
- The pin closest to its max-slew limit shows a slew of 0.589 ns.
- The run puts the count of final max-slew check failures at 0.
- The run gives the highest clock frequency the design can meet as 419 MHz.
- The run puts the final setup violation count at 0.
- Across all setup checks in the final design, the least slack found is 0.415 ns.
- The run puts the final worst hold slack at 0.422 ns.
- The run puts the maximum clock skew at final layout at 0.00617 ns.
- The run gives the final critical path time including I/O delays and setup as 2.38 ns.
- The run puts the fraction of the cycle the final worst path needs at 85.2%.

Synthesis:
- Per the synth stats, the flop cell with the highest instance count is sky130_fd_sc_hd__dfrtp_1.
- The run gives the dominant cell type by area after synthesis as sky130_fd_sc_hd__dfrtp_1.
- The run gives the fraction of registers with async set or reset after synthesis as 100%.
- The run puts the number of enable-type register cells in the synthesized netlist at 0.
- The run gives the share of the synthesized area in the top cell type as 51.0%.
- After synthesis the cells add up to 1860 µm².
- The run gives the adder-cell area share of the yosys netlist as 13.3%.
- By area the synthesized netlist is led by sky130_fd_sc_hd__dfrtp_1 51%, sky130_fd_sc_hd__ha_1 10%, sky130_fd_sc_hd__nor2_1 4.8%, sky130_fd_sc_hd__mux2i_1 4.3%, sky130_fd_sc_hd__fa_1 3.2%.
- Ranked by instance count, the synthesized netlist is headed by 38 x sky130_fd_sc_hd__dfrtp_1, 24 x sky130_fd_sc_hd__nor2_1, 15 x sky130_fd_sc_hd__ha_1.
- The run gives the Yosys warning count as 1.
- The run gives the most frequent cell after synthesis as sky130_fd_sc_hd__dfrtp_1.
- The run gives the register bit count reported by yosys as 38.
- The run gives the mean cell area of the mapped netlist as 11.3 µm².
- Summing the areas of all compound-gate instances in the mapped netlist gives 14.4% of the synthesized area.
- The run gives the sequential share of the synthesized area as 51.0%.
- The run gives the number of cells in Yosys stat as 165.
- The run gives the area fraction in and, or, nand and nor cells as 11.6%.
- Yosys shows that the main logic family after synthesis is AND-OR/OR-AND gates.
- The run gives the multiplexer share of the synthesized area as 4.30%.
- Summing the areas of all xor and xnor instances in the mapped netlist gives 2.35% of the synthesized area.
- Yosys mapped the design onto 39 distinct sky130hd cell types.
- The synthesized netlist has a Yosys-reported chip area of 1860 µm².
- The run gives the instance tally after logic synthesis as 165.

Clock network:
- TritonCTS built the clock tree.
- The clock drives 38 sinks.
- The run gives the number of gates resized after CTS as 0.
- Looking at the clock tree report, the H-tree level count equals 2.
- The run puts the clock insertion delay at the later pin of the skew report at 0.28 ns.
- The post-CTS hold buffer count recorded in the log is 0.
- In this run, CTS created clock tree buffers numbering 5.
- The run gives the clock root buffer as sky130_fd_sc_hd__clkbuf_8.
- Per the repair_timing log after CTS, setup buffers inserted total 0.
- The run puts the clock-pin transition on the worst setup and hold timing paths at 0.07 ns.
- The longest clock path from root to sink contains 2 buffers.

Detailed routing:
- The run gives the overall routed net length as 3590 µm.
- The run gives the remaining routing DRC violations as 0.
- The detailed router finished its first iteration with 115 violations.
- The run puts the detailed-route vias per instance at 5.35.
- Per the post-route antenna check, the number of violating nets is 0.
- The run puts the number of iterations in the first detailed-routing pass at 4.
- The run puts the detailed-route via count at 1348.
- The run gives the total inserted antenna cells as 0.
- The run gives the per-cell routed wire length as 14.2 µm.

Critical path:
- The run puts the slack of the worst reg-to-reg path at 0.42 ns.
- The run puts the required time at the worst-slack endpoint at 2.98 ns.
- For the worst reg-to-reg path, the startpoint reported by OpenROAD is A_ff[1].
- The run puts the highest net fanout along the worst path at 4.
- The worst setup path is launched from a flip-flop.
- STA classifies the critical path endpoint as a flip-flop.
- The critical path in this run is classified as flip-flop to flip-flop.
- The report puts the cell count of the worst reg-to-reg path at 9.
- The run puts the worst path arrival time at 2.56 ns.
- The run gives the terminus of the critical flop-to-flop path as out_tmp[3].

Worst hold path:
- For hold timing, the worst endpoint is leds_tmp[10].
- For the worst min-delay path, the startpoint reported by OpenROAD is leds_tmp[10].
- The report gives the cell count of the worst hold path as 1.
- The worst hold path belongs to the class flip-flop to flip-flop.

Run:
- The run reported a max-capacitance violation count of 0.
- Across all stage logs, warnings added up to 30.

Status:
- The flow ran to the end, and the final reports show no timing, DRC or antenna violations.
-- power groups by stage --
stage	registers (mW)	clock network [mW]	logic, mW
4_1_cts	0.613	0.352	0.186
5_1_grt	0.618	0.378	0.205
6_report	0.614	0.347	0.183
-- layout by cell type, fill, tap and decap left out, types with 2 or more instances in the layout --
| master | count |
|---|---|
| sky130_fd_sc_hd__ha_1 | 15 |
| sky130_fd_sc_hd__xor2_1 | 2 |
| sky130_fd_sc_hd__inv_1 | 8 |
| sky130_fd_sc_hd__a21oi_1 | 8 |
| sky130_fd_sc_hd__nor4_1 | 2 |
| sky130_fd_sc_hd__o21ai_0 | 5 |
| sky130_fd_sc_hd__clkbuf_8 | 5 |
| sky130_fd_sc_hd__nor2_1 | 24 |
| sky130_fd_sc_hd__nand2_1 | 11 |
| sky130_fd_sc_hd__a211oi_1 | 3 |
| sky130_fd_sc_hd__mux2i_1 | 8 |
| sky130_fd_sc_hd__o22ai_1 | 2 |
| sky130_fd_sc_hd__a221oi_2 | 2 |
| sky130_fd_sc_hd__and2_1 | 2 |
| sky130_fd_sc_hd__fa_1 | 3 |
| sky130_fd_sc_hd__nand2b_1 | 2 |
| sky130_fd_sc_hd__xnor2_1 | 3 |
| sky130_fd_sc_hd__clkdlybuf4s50_1 | 39 |
| sky130_fd_sc_hd__dfrtp_1 | 38 |
| sky130_fd_sc_hd__a21o_1 | 2 |
-- per-layer routing --
layer,vias up,share of wire (%)
met3,8,5.0
met2,41,47
met5,-,0
met4,0,1.3
li1,653,-
met1,646,47
-- worst max-delay path by stage --
stage	from	endpoint	slack [ns]	cells past startpoint
after CTS	A_ff[1]	out_tmp[3]	0.44	9
after global routing	A_ff[1]	out_tmp[3]	0.30	9
final	A_ff[1]	out_tmp[3]	0.42	9
-- cell families (layout without fill, tap and decap cells) --
family	Yosys count	after routing
and+or+nand+nor	47	47
DFF	38	38
AOI/OAI and AO/OA	35	35
adders and majority gates	18	18
buffers and inverters	14	55
muxes	8	8
xor gates and xnor gates	5	5
-- state kept, by name, indices dropped and copies added (netlist names) --
name,cells
opcode_ff,3
red_op_A_ff,1
B_ff,3
direction_ff,1
A_ff,3
bypass_B_ff,1
bypass_A_ff,1
out_tmp,6
red_op_B_ff,1
serial_in_ff,1
leds_tmp,16
cin_ff,1
-- critical path, stage by stage, from the launching register on --
cell and delay [ns]:
sky130_fd_sc_hd__dfrtp_1 0.43, sky130_fd_sc_hd__ha_1 0.25, sky130_fd_sc_hd__xnor2_1 0.17, sky130_fd_sc_hd__ha_1 0.25, sky130_fd_sc_hd__ha_1 0.22, sky130_fd_sc_hd__fa_1 0.49, sky130_fd_sc_hd__nand2_1 0.05, sky130_fd_sc_hd__o21ai_0 0.11
sky130_fd_sc_hd__a31oi_1 0.11, sky130_fd_sc_hd__nor4_1 0.20
-- final cells by class --
class,instances,area (µm²),share of cell area (%)
multi-input cells,113,856,36.1
clock inverters,1,7.51,0.316
well taps,46,57.6,2.43
flip-flops and latches,38,951,40.1
inverters,8,30.0,1.27
repair buffers,40,398,16.8
clock buffers,6,72.6,3.06
No activity file was given, so power comes from the tool's default toggle rates.
