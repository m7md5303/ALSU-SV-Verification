**design/flow/config.mk**
```make
export PLATFORM = sky130hd
export DESIGN_NAME = ALSU
export DESIGN_NICKNAME = ALSU
export VERILOG_FILES = /design/flow/design.v
export SDC_FILE = /design/flow/constraint.sdc
export NUM_CORES = 4
export LEC_CHECK = 1
export CORE_UTILIZATION = 40
```
**design/flow/constraint.sdc**
```tcl
current_design ALSU

set clk_period 2.2
set clk_io_pct 0.2

create_clock -name clk0 -period $clk_period [get_ports {clk}]

set non_clock_inputs [all_inputs -no_clocks]
set_input_delay [expr $clk_period * $clk_io_pct] -clock clk0 $non_clock_inputs
set_output_delay [expr $clk_period * $clk_io_pct] -clock clk0 [all_outputs]
```
**design/flow/design.v**
```verilog
module ALSU(A, B, cin, serial_in, red_op_A, red_op_B, opcode, bypass_A, bypass_B, clk, rst, direction, leds, out);
parameter INPUT_PRIORITY = "A";
parameter FULL_ADDER = "ON";
input clk, rst, cin, red_op_A, red_op_B, bypass_A, bypass_B, direction, serial_in;
input [2:0] opcode;
input signed [2:0] A, B;
output reg [15:0] leds;
output reg [5:0] out;
reg cin_reg, red_op_A_reg, red_op_B_reg, bypass_A_reg, bypass_B_reg, direction_reg, serial_in_reg;
reg [2:0] opcode_reg, A_reg, B_reg;
wire invalid_red_op, invalid_opcode, invalid;
assign invalid_red_op = (red_op_A_reg | red_op_B_reg) & ((opcode_reg[1] | opcode_reg[2]));
assign invalid_opcode = opcode_reg[1] & opcode_reg[2];
assign invalid = invalid_red_op | invalid_opcode;
always @(posedge clk or posedge rst) begin
  if(rst) begin
     cin_reg <= 0;
     red_op_B_reg <= 0;
     red_op_A_reg <= 0;
     bypass_B_reg <= 0;
     bypass_A_reg <= 0;
     direction_reg <= 0;
     serial_in_reg <= 0;
     opcode_reg <= 0;
     A_reg <= 0;
     B_reg <= 0;
  end else begin
     cin_reg <= cin;
     red_op_B_reg <= red_op_B;
     red_op_A_reg <= red_op_A;
     bypass_B_reg <= bypass_B;
     bypass_A_reg <= bypass_A;
     direction_reg <= direction;
     serial_in_reg <= serial_in;
     opcode_reg <= opcode;
     A_reg <= A;
     B_reg <= B;
  end
end
always @(posedge clk or posedge rst) begin
  if(rst) begin
     leds <= 0;
  end else begin
      if ((invalid)&&(!(bypass_A_reg))&&(!(bypass_B_reg)))
        leds <= ~leds;
      else
        leds <= 0;
  end
end
always @(posedge clk or posedge rst) begin
  if(rst) begin
    out <= 0;
  end
  else begin
    if (bypass_A_reg && bypass_B_reg)
      out <= (INPUT_PRIORITY == "A")? A_reg: B_reg;
    else if (bypass_A_reg)
      out <= A_reg;
    else if (bypass_B_reg)
      out <= B_reg;
    else if (invalid) 
        out <= 0;
    else begin
        case (opcode_reg)
          3'h0: begin 
            if (red_op_A_reg && red_op_B_reg)
              out = (INPUT_PRIORITY == "A")? |A_reg: |B_reg;
            else if (red_op_A_reg) 
              out <= |A_reg;
            else if (red_op_B_reg)
              out <= |B_reg;
            else 
              out <= A_reg | B_reg;
          end
          3'h1: begin
            if (red_op_A_reg && red_op_B_reg)
              out <= (INPUT_PRIORITY == "A")? ^A_reg: ^B_reg;
            else if (red_op_A_reg) 
              out <= ^A_reg;
            else if (red_op_B_reg)
              out <= ^B_reg;
            else 
              out <= A_reg ^ B_reg;
          end
          3'h2: out <= (FULL_ADDER=="ON")? A_reg + B_reg+cin_reg :A_reg+B_reg;
          3'h3: out <= A_reg * B_reg;
          3'h4: begin
            if (direction_reg)
              out <= {out[4:0], serial_in_reg};
            else
              out <= {serial_in_reg, out[5:1]};
          end
          3'h5: begin
            if (direction_reg)
              out <= {out[4:0], out[5]};
            else
              out <= {out[0], out[5:1]};
          end
        endcase
    end 
  end
end
endmodule
```
**design/flow/run.sh**
```bash
#!/bin/bash
# OpenROAD 26Q1-2900-gdf79404cd8, Yosys 0.63+post, stock flow scripts
make -C /OpenROAD-flow-scripts/flow DESIGN_CONFIG=/design/flow/config.mk WORK_HOME=/design/flow/orfs finish
```
==> results_dict.tcl <==
# collected from the flow reports
set metrics [dict create \
    ys_seq_share_pct 50.7 \
    grt_max_degree 39 \
    core_um2 4440 \
    outcome "complete, no violations" \
    cts_root_buf "clkbuf_8" \
    warnings 30 \
    cpMaxStageDelayCell "fa_1" \
    syn_area_per_cell_um2 10.8 \
    drt_iter0_markers 49 \
    holdWs_ns 0.423 \
    yosysChipArea_um2 1880 \
    clk_pin_slew_worst_paths_ns 0.07 \
    worstPathRequired_ns 2.42 \
    slew_headroom_pct 66.7 \
    hold_viol 0 \
    cts_max_path_buffers 2 \
    synth_cells 173 \
    vias 1400 \
    cp_max_fo 2 \
    htreeDepth 2 \
    largest_register_ffs 16 \
    grt_first_pass_wirelength_um 6370 \
    fin_skew_ns 0.00763 \
    rows 24 \
    critPathMostFrequentCell "ha_2" \
    seqCellArea_um2 952 \
    synth_area_um2 1880 \
    dp_slack_ns 0.00361 \
    die_w_um 70.5 \
    vdd_ir_drop_max_v 0.000541 \
    powerDensity_nw_per_um2 692 \
    nFillCells 398 \
    post-route-worst-setup-slack_ns 0.0637 \
    cts_tree "yes" \
    viasPerCell 5.13 \
    p_leak_nw 1.17 \
    arrival_ns 2.36 \
    fin_crit_ns 2.14 \
    gp_congestion 0.845 \
    antenna_found_initial 0 \
    largest_registers "leds: 16 flops, out: 6 flops" \
    ios 40 \
    regMostFlops "leds" \
    portBuffers 39 \
    place_hpwl_um 2920 \
    yosysUniqueCellTypes 38 \
    maxSlewViolCount 0 \
    max_freq_mhz 468 \
    setup_viol 0 \
    ys_warn_count 1 \
    grt_pass1_vias 1374 \
    postRouteAntennaNets 0 \
    clock-sinks 38 \
    cp-end-kind "flop" \
    insertion_delay_ns 0.29 \
    rsz0062_at_grt "yes" \
    first_pass_iters 23 \
    initial_core_util_pct 42.2 \
    logic_area_um2 868 \
    drcViolationCount 0 \
    wire_per_inst_um 13.7 \
    die_h_um 70.5 \
    worstSetupStartpointType "flop" \
    crit_chain "ha_2 > xnor2_2 > ha_1 > ha_2 > fa_1 > nor2b_1 > o32a_1 > nor2_1" \
    min_path_type "flop to flop" \
    slowest_delay_ns 0.48 \
    synthToLayoutAreaGrowth_pct 33.5 \
    grt_use_total_pct 16.8 \
    ys.flops 38 \
    die_area_um2 4970 \
    drv_cap 0 \
    gr-total-overflow 0 \
    drive_above_1_share_pct 11.3 \
    crit_type "flop to flop" \
    period_used_pct 97.1 \
    numCtsBuffers 5 \
    wirelength_um 3740 \
    antenna_cells 0 \
    tightest_slew_ns 0.498 \
    ys_cells 173 \
]
worst max-delay path, delay by kind of cell (launching register included):
kind,cells,cell delay (ns)
compound gates,1,0.27
xor+xnor,1,0.13
fa+ha+maj,4,1.17
flops,1,0.39
simple gates,2,0.12
final cells by class:
class | instances | area share (%)
inverter | 9 | 1.35
sequential | 38 | 38.0
multi-input combinational | 120 | 34.7
tap | 52 | 2.60
timing repair buffer | 46 | 17.7
clock inverter | 2 | 2.40
clock buffer | 6 | 3.30
routing by layer:
layer  vias to the layer above  global-route usage (%)  share of wire (%)
met5                         -                       0                  0
met4                         0                    2.04               0.72
met3                         4                    3.80                6.6
met2                        50                    26.0                 46
met1                       662                    26.3                 46
li1                        684                       -                  -
worst paths after layout:
kind	start	end	slack (ns)	depth (start not counted)
setup / recovery	B_reg[1]	out[3]	0.06	8
hold / removal	leds[14]	leds[14]	0.42	1
setup reg to reg	B_reg[1]	out[3]	0.06	8
hold reg to reg	leds[14]	leds[14]	0.42	1
max in group asynchronous	rst	A_reg[0]	1.30	3
min in group asynchronous	rst	leds[14]	0.55	3
layout by cell type, fill, tap and decap left out, types with 2 or more instances in the layout:
| cell type | netlist | layout |
|---|---|---|
| o22ai_1 | 3 | 3 |
| clkdlybuf4s50_1 | 0 | 39 |
| a21oi_1 | 6 | 6 |
| xnor2_1 | 5 | 4 |
| a22oi_1 | 3 | 3 |
| mux2i_1 | 4 | 4 |
| buf_4 | 0 | 7 |
| dfrtp_1 | 38 | 37 |
| o22a_1 | 3 | 3 |
| o21ai_0 | 3 | 3 |
| o21ai_1 | 2 | 2 |
| nor2b_1 | 6 | 6 |
| nor2_1 | 30 | 30 |
| mux2_2 | 2 | 2 |
| a21o_1 | 2 | 2 |
| nand2b_1 | 3 | 3 |
| nand2_1 | 9 | 9 |
| ha_1 | 15 | 13 |
| a31oi_1 | 2 | 2 |
| bufinv_16 | 0 | 2 |
| inv_1 | 9 | 9 |
| clkbuf_8 | 0 | 6 |
| nor3_1 | 2 | 2 |
| nand3_1 | 2 | 2 |
| ha_2 | 0 | 2 |
| fa_1 | 3 | 3 |
cell families after synthesis:
group,count (synthesis),share of synthesized area (%)
XOR/XNOR,5,2.33
flip-flops,38,50.7
buffers and inverters,15,3.73
AND-OR/OR-AND,35,13.1
AND/OR/NAND/NOR,56,13.7
adder cells (fa/ha/maj),18,13.2
multiplexers,6,3.33
power breakdown:
part | switching [W] | internal [W] | leakage [nW] | total, W
clock network | 0.000232 | 0.000483 | 0.0714 | 0.000716
registers | 0.0000370 | 0.000734 | 0.478 | 0.000771
logic | 0.000105 | 0.000140 | 0.622 | 0.000245
total | 0.000374 | 0.00136 | 1.17 | 0.00173
cell usage after synthesis:
cell type / instances / area [µm²]
dfrtp_1: 38 / 951
buf_6: 1 / 11.3
nand2_1: 9 / 33.8
a31o_2: 1 / 8.76
a31oi_1: 2 / 12.5
nor3_1: 2 / 10.0
a311oi_1: 1 / 8.76
o22ai_1: 3 / 18.8
o32a_1: 1 / 10.0
mux2_2: 2 / 22.5
ha_1: 15 / 188
nor2b_1: 6 / 37.5
fa_1: 3 / 60.1
a21o_1: 2 / 15.0
xnor2_1: 5 / 43.8
o211ai_1: 1 / 7.51
o21bai_1: 1 / 7.51
mux2i_1: 4 / 40.0
a32o_1: 1 / 10.0
or2_1: 1 / 6.26
or4b_1: 1 / 10.0
o221ai_1: 1 / 8.76
a21oi_1: 6 / 30.0
o21ai_0: 3 / 15.0
a211oi_1: 1 / 7.51
o2111ai_1: 1 / 8.76
inv_1: 9 / 33.8
nand3_1: 2 / 10.0
nand2_2: 1 / 6.26
o21ai_2: 1 / 8.76
buf_2: 5 / 25.0
o21ai_1: 2 / 10.0
nand2b_1: 3 / 18.8
nor2_1: 30 / 113
o22a_1: 3 / 26.3
a211o_1: 1 / 8.76
nand2_4: 1 / 11.3
a22oi_1: 3 / 22.5
repair_timing:
item                       in CTS  in global routing
gates resized                   1                  3
pin swaps                       0                  2
hold buffers                    0                  0
setup buffers                   0                  1
setup endpoints to repair       1                  2
metrics by stage:
stage                     total power [W]  area [µm²]  cells  setup TNS, ns  utilization (%)
after floorplan                  0.000909        1880    173              0                -
after global placement            0.00102        2340    264              0             52.7
after global routing              0.00182        2500    273        -0.0568             56.4
after detailed placement          0.00103        2340    264              0             52.7
after CTS                         0.00175        2490    272              0             55.9
final                             0.00173        2500    273              0             56.4
Power and IR drop assume default switching activity.
